$ cat ./constraint.sdc
current_design CS

set clk_period 29.2
set clk_io_pct 0.2

create_clock -name clk0 -period $clk_period [get_ports {clk}]

set non_clock_inputs [all_inputs -no_clocks]
set_input_delay [expr $clk_period * $clk_io_pct] -clock clk0 $non_clock_inputs
set_output_delay [expr $clk_period * $clk_io_pct] -clock clk0 [all_outputs]
$ cat ./design.v
`timescale 1ns/10ps
module CS(Y, X, reset, clk);
  input clk, reset; 
  input 	[7:0] X;
  output reg	[9:0] Y;
  reg [10:0] index = 11'd0 ;
  reg [3:0] waitNine ;
  reg [7:0] pop ;
  reg [7:0] x1 ;
  reg [7:0] x2 ;
  reg [7:0] x3 ;
  reg [7:0] x4 ;
  reg [7:0] x5 ;
  reg [7:0] x6 ;
  reg [7:0] x7 ;
  reg [7:0] x8 ;
  reg [7:0] x9 ;
  reg [7:0] temp = 8'd0 ;
  reg [7:0] appr ;
  reg [10:0] sumX ;
  reg [7:0] avg ;
  always@(negedge clk) begin    
      index <= index + 11'd1 ;
  end
  always@(posedge clk) begin
    if(index == 11'd11) begin
      sumX = (x1+x2+x3+x4+x5+x6+x7+x8+X) ;
      avg = sumX/9 ;
    end
    else if(index > 11'd11) begin
      sumX = (x2+x3+x4+x5+x6+x7+x8+x9+X) ;
      avg = sumX/9 ;
    end
  end
  always@(posedge clk) begin
    if(index < 11'd3) begin
      x1 <= 8'd0 ;
      x2 <= 8'd0 ;
      x3 <= 8'd0 ;
      x4 <= 8'd0 ;
      x5 <= 8'd0 ;
      x6 <= 8'd0 ;
      x7 <= 8'd0 ;
      x8 <= 8'd0 ;
      x9 <= 8'd0 ;
    end
    case(index) 
      4'd0: begin
      end
      4'd1: begin
      end
      4'd2: begin
      end
      4'd3: x1 <= X ;
      4'd4: x2 <= X ;
      4'd5: x3 <= X ;
      4'd6: x4 <= X ;
      4'd7: x5 <= X ;
      4'd8: x6 <= X ;
      4'd9: x7 <= X ;
      4'd10: x8 <= X ;
      4'd11: x9 <= X ;
      default: begin
        pop <= x1 ;
        x1 <= x2 ;
        x2 <= x3 ;
        x3 <= x4 ;
        x4 <= x5 ;
        x5 <= x6 ;
        x6 <= x7 ;
        x7 <= x8 ;
        x8 <= x9 ;
        x9 <=  X ;
      end 
    endcase
  end
  always@(posedge clk) begin
    if(index == 11'd11) begin
      temp <= 8'd0 ;
      if((x1 < avg) && (x1 > temp)) begin
        temp = x1 ;
      end
      if((x2 < avg) && (x2 > temp)) begin
        temp = x2 ;
      end
      if((x3 < avg) && (x3 > temp)) begin
        temp = x3 ;
      end
      if((x4 < avg) && (x4 > temp)) begin
        temp = x4 ;
      end
      if((x5 < avg) && (x5 > temp)) begin
        temp = x5 ;
      end
      if((x6 < avg) && (x6 > temp)) begin
        temp = x6 ;
      end
      if((x7 < avg) && (x7 > temp)) begin
        temp = x7 ;
      end
      if((x8 < avg) && (x8 > temp)) begin
        temp = x8 ;
      end
      if((x9 < avg) && (x9 > temp)) begin
        temp = x9 ;
      end
      appr <= temp ;
    end
    else if(index > 11'd11) begin
      temp <= 8'd0 ;
      if((x2 <= avg) && (x2 > temp)) begin
        temp = x2 ;
      end
      if((x3 <= avg) && (x3 > temp)) begin
        temp = x3 ;
      end
      if((x4 <= avg) && (x4 > temp)) begin
        temp = x4 ;
      end
      if((x5 <= avg) && (x5 > temp)) begin
        temp = x5 ;
      end
      if((x6 <= avg) && (x6 > temp)) begin
        temp = x6 ;
      end
      if((x7 <= avg) && (x7 > temp)) begin
        temp = x7 ;
      end
      if((x8 <= avg) && (x8 > temp)) begin
        temp = x8 ;
      end
      if((x9 <= avg) && (x9 > temp)) begin
        temp = x9 ;
      end
      if((X <= avg) && (X > temp)) begin
        temp = X ;
      end
      appr <= temp ;
    end
  end
  always@(negedge clk) begin
    if(index >= 11'd11) begin
      Y <= ( (sumX + appr*9) / 8 ) ;
    end
  end
endmodule
$ cat ./config.mk
export PLATFORM = sky130hd
export DESIGN_NAME = CS
export DESIGN_NICKNAME = CS
export VERILOG_FILES = /design/flow/design.v
export SDC_FILE = /design/flow/constraint.sdc
export NUM_CORES = 4
export LEC_CHECK = 1
export CORE_UTILIZATION = 50
$ cat ./run.sh
#!/bin/bash
# OpenROAD 26Q1-2900-gdf79404cd8, Yosys 0.63+post, stock flow scripts
make -C /OpenROAD-flow-scripts/flow DESIGN_CONFIG=/design/flow/config.mk WORK_HOME=/design/flow/orfs finish
==> insert_results.sql <==
-- load yosys + openroad results
INSERT INTO impl_metrics (metric_group, metric, value, unit) VALUES
('placement', 'dp_cells', '2352', ''),
('sta', 'rsz0062_at_grt', 'false', ''),
('drt', 'drcViolationCount', '0', ''),
('synth', 'largest_cells_by_area', 'sky130_fd_sc_hd__edfxtp_1, sky130_fd_sc_hd__ha_1, sky130_fd_sc_hd__fa_1, sky130_fd_sc_hd__inv_1, sky130_fd_sc_hd__mux2_2', ''),
('global_route', 'most_heavily_used_metal_layer_in_global_routing', 'met2', ''),
('setup_path', 'timing.critical_path.to_type', 'flop', ''),
('synth', 'postSynth.asyncResetShare', '0', ''),
('drt', 'detail_route.first_pass.iterations', '5', ''),
('sta', 'fin_worst_skew', '33.3', 'ps'),
('global_route', 'grt_pass1_wl', '81400', 'µm'),
('sta', 'worst-slew-pin-transition', '890', 'ps'),
('cts', 'cts_tree', 'yes', ''),
('global_route', 'antenna_found_initial', '2', ''),
('finish', 'seqCellArea', '0.00373', 'mm²'),
('setup_path', 'nature_of_the_critical_path_startpoint', 'flop', ''),
('setup_path', 'ff2ff_path_depth', '31', ''),
('drt', 'initialDrtViolationCount', '858', ''),
('floorplanning', 'boundaryPins', '20', ''),
('job', 'warnings', '52', ''),
('synth', 'dominant_register_cell', 'sky130_fd_sc_hd__edfxtp_1', ''),
('finish', 'layout-drive-gt1-share', '0.0944', ''),
('setup_path', 'critical_path.startpoint', 'index[3]', ''),
('floorplanning', 'design.die.area', '0.0364', 'mm²'),
('floorplanning', 'fp.dieW', '191', 'µm'),
('synth', 'avgSynthCellArea', '9.49', 'µm²'),
('setup_path', 'critical_path.reg2reg.startpoint', 'index[3]', ''),
('finish', 'layout_top_cell_excl_fill_tap', 'sky130_fd_sc_hd__ha_1', ''),
('sta', 'timing_hold_violations_final', '0', ''),
('sta', 'relSlewSlack', '0.403', ''),
('outcome', 'outcome', 'complete, no violations', ''),
('finish', 'final_cell_count_no_fill', '2406', ''),
('drt', 'routed_wirelength', '52200', 'µm'),
('synth', 'netlist-cell-type-count', '100', ''),
('placement', 'gp_routability_congestion', '0.975', ''),
('synth', 'syn_inst', '1877', ''),
('synth', 'synth_flop_count', '128', ''),
('floorplanning', 'die_height', '191', 'µm'),
('sta', 'timing.hold.ws', '486', 'ps'),
('power_and_ir_drop', 'pwr_density_cell', '42.2', 'mW/mm²'),
('synth', 'synth_xor_xnor_area_share', '0.0151', ''),
('sta', 'finalSetupTns', '0', 'ps'),
('setup_path', 'critical_path_destination', 'avg[0]', ''),
('setup_path', 'critical_path.max_stage_delay', '690', 'ps'),
('job', 'cap_violations', '0', ''),
('synth', 'number_of_enable_flip_flop_cells', '117', ''),
('synth', 'post-synth-top-area-fraction', '0.197', ''),
('placement', 'post-dp-hpwl', '41300', 'µm'),
('drt', 'wire_per_inst', '21.7', 'µm'),
('cts', 'post_cts_buffers', '0', ''),
('drt', 'vias', '14300', ''),
('synth', 'yosysWarnings', '1', ''),
('global_route', 'grtUsageMet3', '0.153', ''),
('setup_path', 'timing.setup.critical_path_class', 'reg2reg', ''),
('synth', 'ys_seq_frac', '0.210', ''),
('global_route', 'met1_usage', '0.450', ''),
('power_and_ir_drop', 'peakVddDrop', '0.0618', 'mV'),
('setup_path', 'worstPathRequired', '29350', 'ps'),
('synth', 'adder_share', '0.323', ''),
('synth', 'synth_chip_area', '0.0178', 'mm²'),
('cts', 'cts.reportedPaths.clkPinSlew', '70', 'ps'),
('synth', 'synth.comb.largest_family', 'adder cells', ''),
('finish', 'layout_top_cells_excl_fill_tap', 'sky130_fd_sc_hd__ha_1, sky130_fd_sc_hd__inv_1, sky130_fd_sc_hd__edfxtp_1', ''),
('drt', 'drt-vias-per-instance', '5.93', ''),
('synth', 'ys_cells', '1877', ''),
('floorplanning', 'coreArea', '0.0348', 'mm²'),
('cts', 'cts_hold_repair.buffers', '0', ''),
('global_route', 'grtUsageMet2', '0.451', ''),
('cts', 'cts-root-to-sink-buffers', '2', ''),
('cts', 'numCtsBuffers', '17', ''),
('cts', 'htree_levels', '4', ''),
('global_route', 'grt_use_total', '0.315', '');
cell type report:
class,instances,share of cell area
Antenna cell,2,0.000258
Clock buffer,18,0.0232
Clock inverter,35,0.0124
Inverter,235,0.0458
Multi-Input combinational cell,1463,0.668
Sequential cell,128,0.192
Tap cell,455,0.0293
Timing Repair Buffer,70,0.0294
per-layer routing:
layer / share of wire / wire length (µm)
met5: 0.0018 / 94
met4: 0.020 / 1050
met3: 0.12 / 6170
met2: 0.42 / 22100
met1: 0.44 / 22700
worst min-delay path by stage:
stage	startpoint	to	slack (ps)	depth (start not counted)
CTS	index[0]	index[0]	480	1
global route	index[7]	index[7]	510	1
finish	index[0]	index[0]	490	1
flip-flops by register name (all words and copies together), names as in the netlist:
| name | flops |
|---|---|
| Y | 10 |
| appr | 8 |
| avg | 8 |
| index | 11 |
| sumX | 11 |
| temp | 8 |
| x1 | 8 |
| x2 | 8 |
| x3 | 8 |
| x4 | 8 |
| x5 | 8 |
| x6 | 8 |
| x7 | 8 |
| x8 | 8 |
| x9 | 8 |
synth_stat cells (56+ instances only):
cell type	n
sky130_fd_sc_hd__a21oi_1	106
sky130_fd_sc_hd__mux2_2	56
sky130_fd_sc_hd__nor2_1	99
sky130_fd_sc_hd__a22o_1	65
sky130_fd_sc_hd__edfxtp_1	117
sky130_fd_sc_hd__nand2_1	76
sky130_fd_sc_hd__o21ai_0	91
sky130_fd_sc_hd__fa_1	113
sky130_fd_sc_hd__inv_1	229
sky130_fd_sc_hd__mux2i_1	61
sky130_fd_sc_hd__ha_1	277
sky130_fd_sc_hd__a21o_1	60
critical path: cells and delay by family (launching register included):
| kind | cells | cell delay (ps) |
|---|---|---|
| compound gates | 11 | 2890 |
| xor+xnor | 2 | 600 |
| simple gates | 10 | 2360 |
| fa+ha+maj | 4 | 1200 |
| flops | 1 | 690 |
| buf+inv | 3 | 470 |
| mux | 1 | 120 |
logic make-up after synthesis:
group	count (synthesis)
buffers and inverters	286
DFF	128
and+or+nand+nor	422
xor gates and xnor gates	29
AOI/OAI and AO/OA	500
muxes	120
adders and majority gates	392
metrics by stage:
step / setup WS [ps] / total power, mW / area, µm²
finish: 5940 / 0.820 / 19400
global route: 5270 / 0.875 / 19400
CTS: 6040 / 0.819 / 19400
detailed placement: 6100 / 0.592 / 18700
global placement: 6120 / 0.591 / 18700
floorplan: 7590 / 0.525 / 17800
where the power goes:
group,internal [mW],leakage [nW],switching (mW)
sequential,0.201,0.957,0
clock,0.130,0.413,0.0985
combinational,0.151,7.37,0.239
total,0.483,8.74,0.338
Power figures rest on the tool's default switching activity, not on a simulated workload.
